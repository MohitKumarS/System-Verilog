**/design/flow/run.sh**
```bash
#!/bin/bash
# OpenROAD 26Q1-2900-gdf79404cd8, Yosys 0.63+post, stock flow scripts
make -C /OpenROAD-flow-scripts/flow DESIGN_CONFIG=/design/flow/config.mk WORK_HOME=/design/flow/orfs finish
```
**/design/flow/config.mk**
```make
export PLATFORM = sky130hd
export DESIGN_NAME = task_sum
export DESIGN_NICKNAME = task_sum
export VERILOG_FILES = /design/flow/design.v
export SDC_FILE = /design/flow/constraint.sdc
export NUM_CORES = 4
export LEC_CHECK = 1
export CORE_AREA = 10 10 70 70
export DIE_AREA = 0 0 80 80
```
**/design/flow/constraint.sdc**
```tcl
current_design task_sum

set clk_period 5.8
set clk_io_pct 0.2

create_clock -name clk0 -period $clk_period

set non_clock_inputs [all_inputs -no_clocks]
set_input_delay [expr $clk_period * $clk_io_pct] -clock clk0 $non_clock_inputs
set_output_delay [expr $clk_period * $clk_io_pct] -clock clk0 [all_outputs]
```
**/design/flow/design.v**
```verilog
interface adder_intf (input clk, rst);
  logic [31:0] data;
  logic [31:0] addr;
endinterface
module task_sum(input [7:0]a,b, output reg [7:0]s);
  always @(a,b)
    sum_2_var(a,b,s);
  task sum_2_var(input[7:0]a,b, output reg [7:0]s);
    begin
      s = a+b;
    end
  endtask
endmodule
```
==> notes.md <==
run metrics: Setup Viol. Count Final 0, grt total ovfl 0, WHS 3.35 ns, dominant logic cell type in the layout clkdlybuf4s50_1, Hold WC Path Type in -> out, 1st-iter DRT viols 7, WL per Instance 9.94 um, routed vias 402, first-pass GRT wire length 1810 um, Hold Path Depth 3, Leak 0.000242 uW, Antenna Nets Post-Route 0, worst hold endpoint s[0], Worst Tran Pin Value 0.403 ns, period utilisation layout 0.753, yosys warns 1, RSZ-0062 raised after global routing false, Critical Path Source a[0], Top Layout Cells clkdlybuf4s50_1 (24), ha_1 (7), inv_1 (5), a21oi_1 (5), o211ai_1 (3), die area 6400 sq um, stage-log warning count 32, I/O pin count 24, initial antenna violation count 0, post-synth cell types 23, outcome complete, no violations, diodes inserted 0, fraction of layout cells with a size suffix above 1 0.0152, Initial Utilization 0.0971, flop count 0, GRT Total Usage 0.0338, DRC Markers 0, Gate Count Post-Synth 42, maximum capacitance violations 0, site row count 21, synthesized area 332 sq um, Die Height 80 um, ys cells 42, mean post-synth cell area 7.89 sq um, cells along the critical path clkdlybuf4s50_1 > ha_1 > inv_1 > fa_1 > nor2b_4 > o31a_1 > o311ai_1 > clkdlybuf4s50_1, Fillers 402, CP required 4.64 ns, port bufs 24, critical path type in -> out, CP dominant cell by count clkdlybuf4s50_1, vias in the first global route 416, routed wire length 1110 um, Synth-to-Final Area Change 89.8%, CLK BUF 0, slowest cell delay on critical path 0.52 ns, setup_tns 0 ns, min cycle time layout 4.37 ns, VDD IR max 0.0292 mV, Chip Width 80 um, Slew Viols, Final 0, GPL Wtd Cong 0.705, critical path startpoint category input pin, CP Capture Type output pin, Worst EP arrival 3.21 ns, Vias/cell 3.59, setup bufs post-CTS 0, Seq share, synth 0, CTS resizes 0, Rel. slew slack 0.730, logic area 313 sq um, Slowest cell on crit path clkdlybuf4s50_1, post-DP HPWL 1030 um, Pre-antenna DRT Iters 5, worst-path fanout max 3, HP Start b[0], Core Region 3420 sq um, CTS Hold Buffers Added 0, maximum clock frequency 0.229 GHz, Reg area 0 sq um, Hold Vio Cnt, Final 0, Pwr Density 98.2 nW/um^2, largest net degree at the start of global routing 7, Yosys chip area 332 sq um
kinds of logic (layout without fill, tap and decap cells):
| group | Yosys count | count (layout) | share of synthesized area |
|---|---|---|---|
| adders and majority gates | 8 | 8 | 0.325 |
| buffers and inverters | 5 | 29 | 0.0566 |
| AOI/OAI and AO/OA | 18 | 18 | 0.374 |
| xor gates and xnor gates | 4 | 4 | 0.106 |
| and+or+nand+nor | 7 | 7 | 0.140 |
power breakdown:
part	total, uW	internal [uW]	switching [uW]
clock	0	0	0
sequential	0	0	0
combinational	61.8	40.2	21.6
total	61.8	40.2	21.6
cells in the mapped netlist (all sizes together):
| master | n | share of area |
|---|---|---|
| o31a | 1 | 0.026 |
| fa | 1 | 0.060 |
| nand2b | 1 | 0.019 |
| a21oi | 5 | 0.075 |
| nor2 | 1 | 0.011 |
| inv | 5 | 0.057 |
| xnor2 | 2 | 0.053 |
| a221oi | 1 | 0.026 |
| o211ai | 3 | 0.068 |
| nor3b | 1 | 0.023 |
| xor2 | 2 | 0.053 |
| o21a | 1 | 0.023 |
| o21ai | 2 | 0.030 |
| a21o | 1 | 0.023 |
| nand2 | 1 | 0.011 |
| ha | 7 | 0.26 |
| nor3 | 1 | 0.015 |
| a211oi | 1 | 0.023 |
| nor2b | 2 | 0.060 |
| o311ai | 2 | 0.053 |
| o2bb2ai | 1 | 0.026 |
routing by layer:
metal  global-route usage  wire [um]  vias to the layer above
met2               0.0514        428                       18
met5                    0          0                        -
met3               0.0216        209                        0
met1               0.0417        475                      173
li1                     -          -                      211
met4                    0          0                        0
how the worst max path moves through the flow:
| stage | to | slack (ns) | cells after the start |
|---|---|---|---|
| after CTS | s[6] | 1.41 | 8 |
| after global routing | s[6] | 1.29 | 8 |
| final | s[6] | 1.43 | 8 |
final cells by class:
| cell class | instances | share of cell area |
|---|---|---|
| timing repair buffer | 24 | 0.382 |
| multi-input combinational | 37 | 0.497 |
| inverter | 5 | 0.0298 |
| tap | 46 | 0.0915 |
critical path: cells and delay by family:
| family | cells | cell delay, ns |
|---|---|---|
| AOI/OAI and AO/OA | 2 | 0.51 |
| adders and majority gates | 2 | 0.48 |
| buffers and inverters | 3 | 1.00 |
| and+or+nand+nor | 1 | 0.06 |
through the flow:
stage	instance area (sq um)	utilization	worst slack, ns	power (uW)	std cells
global placement	629	0.184	1.43	62.8	112
finish	629	0.184	1.43	61.8	112
detailed placement	629	0.184	1.41	62.8	112
CTS	629	0.184	1.41	63.4	112
floorplan	332	-	2.50	26.3	42
global route	629	0.184	1.29	69.6	112
Power figures rest on the tool's default switching activity, not on a simulated workload.
