<file path="config.mk">
export PLATFORM = sky130hd
export DESIGN_NAME = task_count
export DESIGN_NICKNAME = task_count
export VERILOG_FILES = /design/flow/design.v
export SDC_FILE = /design/flow/constraint.sdc
export NUM_CORES = 4
export LEC_CHECK = 1
export CORE_AREA = 10 10 70 70
export DIE_AREA = 0 0 80 80
</file>
<file path="constraint.sdc">
current_design task_count

set clk_period 3.7
set clk_io_pct 0.2

create_clock -name clk0 -period $clk_period

set non_clock_inputs [all_inputs -no_clocks]
set_input_delay [expr $clk_period * $clk_io_pct] -clock clk0 $non_clock_inputs
set_output_delay [expr $clk_period * $clk_io_pct] -clock clk0 [all_outputs]
</file>
<file path="design.v">
interface adder_intf (input clk, rst);
  logic [31:0] data;
  logic [31:0] addr;
endinterface
module task_count(input [7:0] data_in, output reg [3:0] data_out);
  always @(data_in,data_out)
    count_is_in_byte(data_in,data_out);
  task count_is_in_byte(input [7:0] data_in, output reg [3:0] data_out);
    integer i;
    begin 
      data_out = 0;
      for(i=0;i<8;i++)
        if(data_in[i] == 1)
          data_out = data_out+1;
    end
  endtask
endmodule
</file>
<file path="run.sh">
#!/bin/bash
# OpenROAD 26Q1-2900-gdf79404cd8, Yosys 0.63+post, stock flow scripts
make -C /OpenROAD-flow-scripts/flow DESIGN_CONFIG=/design/flow/config.mk WORK_HOME=/design/flow/orfs finish
</file>
==> Slide: Implementation Results <==
Flow Results at a Glance

Routing
  – Detailed-route via count: 799
  – Iteration-0 DRC Markers: 19
  – Routed wire per std cell: 11.0 um
  – DRC errors left: 0
  – Diode count: 0
  – Final wirelength: 1.98 mm
  – Drt first pass iters: 4
  – Via/cell ratio: 4.44
  – Final ANT Viol Nets: 0

Cells and area
  – Area grow syn2layout: 69.3%
  – Seq cells: 0
  – Register cell area after layout: 0 um2
  – CLK BUF: 0
  – Fraction of final layout cells with drive strength greater than 1: 46.3%
  – Post-route insts no fill: 180

Clock tree
  – Cts hold-fix bufs: 0

Synth
  – Yosys top cell by area: ha_1
  – Syn avg cell area: 7.86 um2
  – Cell area leaders: ha_1 (13%), xnor2_1 (10%), xor2_1 (7.0%)
  – Unique cell types: 40
  – Mapped Area: 754 um2
  – Cells in synth_stat.txt: 96
  – Seq share, synth: 0%
  – Cell count after synthesis: 96
  – Top cell area share: 13.3%
  – Chip area line of the yosys report: 754 um2
  – Ys Warns: 1

Global routing
  – Vias in the first global route: 748
  – Initial antenna violation count: 0
  – Congestion Overflow GR: 0
  – GR Util met2: 9.31%
  – Pin count of the biggest net entering global routing: 11
  – Gr usage total: 6.10%
  – Layer with the highest usage: met1
  – Met1 GRT Util: 9.64%
  – First-pass GRT wire length: 3.38 mm
  – M3 GR Usage: 0.341%

Die
  – Core box area: 3420 um2
  – Die X: 80 um
  – Die span in y: 80 um
  – Chip area: 6400 um2
  – Top Ports: 12
  – Core Rows: 21
  – Fp_density: 22.1%

STA
  – Worst setup margin: -599 ps
  – Worst slew pin tran: 333 ps
  – Clock period minus worst slack: 4300 ps
  – Final Max-Slew Violation Tally: 0
  – Max-slew headroom: 77.8%
  – Final setup vio count: 3
  – Final Cycle Share: 116%
  – RSZ-0062 raised after global routing: true
  – Fin. Hold Viols: 0
  – Fmax: 233 MHz

Worst setup path
  – CP peak stage delay: 310 ps
  – Worst EP required: 2960 ps
  – Critical-path cell list: buf_6, inv_6, ha_4, nand2b_1, o21ai_1, buf_4, nor2_1, a21oi_2, ha_4, a21oi_4, o31ai_2, a21o_1, a32oi_2, ha_4, xor2_1, or3_1, a21oi_1, o211a_1, xor2_1, buf_2
  – WP data arrival: 3560 ps
  – Critical Path Most Common Cell: ha_4
  – Crit-path slowest cell: or3_1
  – CP Max Fanout: 3
  – Crit start category: input pin
  – Worst Setup Path Type: input pin to primary output
  – Critical path capture point type: primary output

Placement
  – Gpl congestion: 0.859
  – Placement Setup Slack: -1610 ps
  – I/O Buffers: 12
  – Post-DP HPWL: 1.64 mm
  – DP Cell Count: 178

Power
  – Lkg Pwr: 0.567 nW
  – Maximum vdd drop: 69.7 uV
  – Pwr Density: 248 nW/um2

Worst hold path
  – Worst hold path class: input pin to primary output

Run
  – Tool warnings: 38
  – Max_cap viols: 0

Status
  – Failing checks: setup timing
  – Status: finished with violations
-- kinds of logic after synthesis --
group / Yosys count / share of synthesized area [%]
simple gates: 32 / 24.2
compound gates: 25 / 26.2
xor+xnor: 18 / 24.7
buf+inv: 11 / 8.62
fa+ha+maj: 8 / 13.3
mux: 2 / 2.98
-- Yosys cell counts (2+ instances only) --
library cell and instances:
nor2b_1 3, inv_1 6, mux2_2 2, a31o_1 2, buf_4 2, o211ai_1 2
xor2_1 6, xnor2_1 9, nand2b_1 3, o32ai_1 2, a21oi_1 6, nand3_1 4
o21ai_0 3, nor2_1 4, o31ai_2 2, ha_1 8, buf_6 2, nand2_1 8
-- path summary, 6_finish.rpt --
path / startpoint / endpoint / slack (ps) / depth (start not counted)
setup / recovery: data_in[1] / data_out[3] / -600 / 20
hold / removal: data_in[7] / data_out[1] / 2310 / 3
-- cell usage in the layout (no fill, tap or decap), drive strengths merged, types with 4 or more instances in the layout --
cell type      count
buf               36
xnor2             10
nand2              8
ha                 8
xor2               7
inv                6
a21oi              6
nor2               4
nand3              4
clkdlybuf4s50      4
-- timing repair --
action                                  in CTS  in global routing
endpoints found under the setup margin       4                  4
gates resized                               33                  8
pin swaps                                   11                  8
setup buffers                                1                  1
-- per-layer routing --
metal	vias up	share of wire, %
met1	368	54
met4	0	0
met5	-	0
met3	0	2.0
met2	8	44
li1	423	-
-- through the flow --
step | utilization [%] | TNS, ps | total power [mW] | cell area (um2) | hold WS (ps)
final | 37.4 | -1790 | 0.317 | 1280 | 2310
after detailed placement | 34.5 | -5350 | 0.302 | 1180 | 2560
after global placement | 34.5 | -5190 | 0.300 | 1180 | 2560
after floorplan | - | -950 | 0.173 | 827 | 1510
after CTS | 35.6 | -2170 | 0.300 | 1210 | 2320
after global routing | 37.4 | -2420 | 0.357 | 1280 | 2360
-- cell type report --
type	count	area (um2)
fillers	349	2140
multi-input cells	85	837
repair buffers	43	350
well taps	46	57.6
inverters	6	32.5
-- worst max-delay path: cells and delay by family --
family          cells  cell delay (ps)
compound gates      8             1180
xor+xnor            2              200
fa+ha+maj           3              540
buf+inv             4              370
simple gates        3              510
-- report_power, final --
| group | total (mW) | switching (mW) | internal [mW] |
|---|---|---|---|
| logic | 0.317 | 0.135 | 0.183 |
| clock network | 0 | 0 | 0 |
| registers | 0 | 0 | 0 |
| total | 0.317 | 0.135 | 0.183 |
Power figures rest on the tool's default switching activity, not on a simulated workload.
