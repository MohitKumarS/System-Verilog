==> design/flow/design.v <==
interface adder_intf (input clk, rst);
  logic [31:0] data;
  logic [31:0] addr;
endinterface
module function_sum(input [7:0]a,b, output reg [7:0]s);
  always @(a,b)
    s = sum_2_var(a,b);
  function[7:0] sum_2_var(input[7:0]a,b);
    begin
      sum_2_var = a+b;
    end
  endfunction
endmodule
==> design/flow/run.sh <==
#!/bin/bash
# OpenROAD 26Q1-2900-gdf79404cd8, Yosys 0.63+post, stock flow scripts
make -C /OpenROAD-flow-scripts/flow DESIGN_CONFIG=/design/flow/config.mk WORK_HOME=/design/flow/orfs finish
==> design/flow/config.mk <==
export PLATFORM = sky130hd
export DESIGN_NAME = function_sum
export DESIGN_NICKNAME = function_sum
export VERILOG_FILES = /design/flow/design.v
export SDC_FILE = /design/flow/constraint.sdc
export NUM_CORES = 4
export LEC_CHECK = 1
export CORE_AREA = 10 10 70 70
export DIE_AREA = 0 0 80 80
==> design/flow/constraint.sdc <==
current_design function_sum

set clk_period 4.6
set clk_io_pct 0.2

create_clock -name clk0 -period $clk_period

set non_clock_inputs [all_inputs -no_clocks]
set_input_delay [expr $clk_period * $clk_io_pct] -clock clk0 $non_clock_inputs
set_output_delay [expr $clk_period * $clk_io_pct] -clock clk0 [all_outputs]
==> reports/summary.txt <==
Core Region = 0.00342 sq mm
CP required = 3680 ps
Critical path origin = a[0]
Reg area = 0 sq um
Placed cells = 112
Number of global-route vias before repair = 393
Reg power frac = 0
Cycle use final = 0.845
Final TNS setup = 0 ps
Vias per inst = 3.49
Avg Cell Area, Syn = 7.89 sq um
Final Worst Setup Slack = 712 ps
Grt total ovfl = 0
Number of I/O pins = 24
Synth cell types = 23
Internal Power = 0.0507 mW
Post-DP HPWL = 1030 microns
Layout overhead on the synthesized area = 89.8%
Routed length per instance = 10.1 microns
Switch share = 0.349
Critical path launch point type = input port
Post-route DRC = 0
Status = complete, no violations
Comb area = 313 sq um
Fp util = 0.0971
Post-cts repair resize count = 0
Maximum fanout along the worst path = 3
Clk network pwr share = 0
Minimum clock period = 3890 ps
Total GRT Usage = 0.0340
Final WL = 1130 microns
ANT cells = 0
Final hold violations = 0
Via Count = 391
First-pass GRT wire length = 1830 microns
Initial drt markers = 28
Seq Cell Count = 0
Largest net degree at the start of global routing = 7
Max-cap violations = 0
Seq/Total Area, Yosys = 0
Worst-margin pin slew = 416 ps
# Cells Yosys = 42
RSZ-0062 raised after global routing = no
Min-Delay Path Class = in2out
P_sw = 0.0272 mW
# clk buffers = 0
Post-CTS Hold Fix Bufs = 0
Crit end category = output port
Post-DRT Antenna Nets = 0
Crit path capture = s[6]
Crit path DAT = 2970 ps
Initial antenna violation count = 0
WS Path Type = in2out
RePlAce Congestion = 0.719
# port buffers = 24
Max transition margin = 0.721
Yosys warns = 1
Fmax = 257 MHz
Die ar. = 0.00640 sq mm
Pwr dens = 124 mW/mm^2
Post-CTS setup buffers = 0
Post-Synthesis Cells = 42
DIE HEIGHT = 80 microns
OpenROAD warnings = 32
Core Rows = 21
VDD IR max = 0.0000362 V
Die X = 80 microns
Final setup fails = 0
Mapped Area = 332 sq um
Final slew viol count = 0
TritonRoute pass-1 iters = 4
Fill count = 394
Final cell count without fillers = 112
Yosys Chip Area = 332 sq um
Pre-CTS setup slack = 671 ps
Leak = 0.242 nW
Gate power share = 1.000
Share of layout cells above drive strength 1 = 0.0152
## power by group through the flow
| stage | logic [mW] | clock network, mW | registers, mW |
|---|---|---|---|
| 4_1_cts | 0.0803 | 0 | 0 |
| 5_1_grt | 0.0878 | 0 | 0 |
| 6_report | 0.0779 | 0 | 0 |
## how the worst min path moves through the flow
stage                 from   end  depth (start not counted)
final                 b[0]  s[0]                          3
after global routing  b[0]  s[0]                          3
after CTS             b[0]  s[0]                          3
## logic make-up (layout without fill, tap and decap cells)
| family | Yosys count | in the layout | synth area share |
|---|---|---|---|
| buffers and inverters | 5 | 29 | 0.0566 |
| AOI/OAI and AO/OA | 18 | 18 | 0.374 |
| xor gates and xnor gates | 4 | 4 | 0.106 |
| and+or+nand+nor | 7 | 7 | 0.140 |
| adders and majority gates | 8 | 8 | 0.325 |
## metrics by stage
| stage | hold WS, ps | power, mW | area (sq um) | utilization |
|---|---|---|---|---|
| 4_1_cts | 2880 | 0.0803 | 629 | 0.184 |
| 3_5_place_dp | 2870 | 0.0794 | 629 | 0.184 |
| 3_3_place_gp | 2870 | 0.0792 | 629 | 0.184 |
| 2_1_floorplan | 1910 | 0.0331 | 332 | - |
| 5_1_grt | 2910 | 0.0878 | 629 | 0.184 |
| 6_report | 2860 | 0.0779 | 629 | 0.184 |
## cell usage in the layout, fill, tap and decap left out, drive strengths merged, types with 2 or more instances in the layout
| cell | n |
|---|---|
| ha | 7 |
| xnor2 | 2 |
| inv | 5 |
| o211ai | 3 |
| o21ai | 2 |
| a21oi | 5 |
| nor2b | 2 |
| o311ai | 2 |
| clkdlybuf4s50 | 24 |
| xor2 | 2 |
## layout make-up
class,instances,area share
multi-input combinational,37,0.497
inverter,5,0.0298
tap,46,0.0915
timing repair buffer,24,0.382
## per-layer routing
metal,track usage,share of wire
met5,0,0
met2,0.0498,0.40
met1,0.0443,0.42
met3,0.0205,0.17
met4,0,0
## critical path, stage by stage
cell and delay, ps:
clkdlybuf4s50_1 460, ha_1 190, inv_1 60, fa_1 430, nor2b_4 140, o311ai_0 120
o311ai_1 120, clkdlybuf4s50_1 520
## synth_stat cells, drive strengths merged
cell type,instances,area share
a21oi,5,0.075
o21ai,2,0.030
fa,1,0.060
nand2,1,0.011
a211oi,1,0.023
o2bb2ai,1,0.026
o211ai,3,0.068
nor3b,1,0.023
o31a,1,0.026
xor2,2,0.053
ha,7,0.26
a21o,1,0.023
xnor2,2,0.053
nand2b,1,0.019
inv,5,0.057
nor2b,2,0.060
a221oi,1,0.026
o311ai,2,0.053
o21a,1,0.023
nor3,1,0.015
nor2,1,0.011
Power is estimated from default activity; no workload was simulated.
